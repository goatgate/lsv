===== flow/design.v =====
module array_multiplier #(
    parameter WIDTH = 8
)(
    input  logic                 clk,
    input  logic                 rst_n,
    input  logic [WIDTH-1:0]     multiplicand,   
    input  logic [WIDTH-1:0]     multiplier,     
    input  logic                 start,          
    output logic [2*WIDTH-1:0]   product,        
    output logic                 done            
);
    logic [WIDTH-1:0] mcand_reg;       
    logic [WIDTH-1:0] mplier_reg;      
    logic [WIDTH-1:0] partial_products [WIDTH-1:0];   
    logic [2*WIDTH-1:0] sum_array [WIDTH-1:0];       
    logic [3:0] state_counter;         
    always_ff @(posedge clk) begin
        if (!rst_n) begin
            mcand_reg <= '0;
            mplier_reg <= '0;
            state_counter <= '0;
            done <= 1'b0;
        end else if (start) begin
            mcand_reg <= multiplicand;
            mplier_reg <= multiplier;
            state_counter <= '0;
            done <= 1'b0;
        end else if (!done) begin
            state_counter <= state_counter + 1'b1;
            if (state_counter == WIDTH-1)
                done <= 1'b1;
        end
    end
    genvar i, j;
    generate
        for (i = 0; i < WIDTH; i++) begin : pp_gen
            always_comb begin
                partial_products[i] = mplier_reg[i] ? mcand_reg : '0;
            end
        end
    endgenerate
    generate
        for (i = 0; i < WIDTH; i++) begin : sum_gen
            if (i == 0) begin
                always_comb begin
                    sum_array[i] = {{WIDTH{1'b0}}, partial_products[i]};
                end
            end else begin
                always_comb begin
                    sum_array[i] = sum_array[i-1] + (partial_products[i] << i);
                end
            end
        end
    endgenerate
    always_comb begin
        product = sum_array[WIDTH-1];
    end
    property start_done_check;
        @(posedge clk) disable iff (!rst_n)
        start |-> ##[1:WIDTH+1] done;
    endproperty
    assert property (start_done_check) else $error("Multiplication not completing in time!");
    logic [2*WIDTH-1:0] expected_product;
    always_comb begin
        expected_product = multiplicand * multiplier;
    end
    property result_check;
        @(posedge clk) disable iff (!rst_n)
        done |-> (product == expected_product);
    endproperty
    assert property (result_check) else $error("Incorrect multiplication result!");
endmodule 

===== flow/constraint.sdc =====
current_design array_multiplier

set clk_period 7.5
set clk_io_pct 0.2

create_clock -name clk0 -period $clk_period [get_ports {clk}]

set non_clock_inputs [all_inputs -no_clocks]
set_input_delay [expr $clk_period * $clk_io_pct] -clock clk0 $non_clock_inputs
set_output_delay [expr $clk_period * $clk_io_pct] -clock clk0 [all_outputs]

===== flow/run.sh =====
#!/bin/bash
# OpenROAD 26Q1-2900-gdf79404cd8, Yosys 0.63+post, stock flow scripts
make -C /OpenROAD-flow-scripts/flow DESIGN_CONFIG=/design/flow/config.mk WORK_HOME=/design/flow/orfs finish

===== flow/config.mk =====
export PLATFORM = sky130hd
export DESIGN_NAME = array_multiplier
export DESIGN_NICKNAME = array_multiplier
export VERILOG_FILES = /design/flow/design.v
export SDC_FILE = /design/flow/constraint.sdc
export NUM_CORES = 4
export LEC_CHECK = 1
export CORE_UTILIZATION = 40
export SYNTH_HDL_FRONTEND = slang

==> Flow_metrics.wiki <==
== Implementation results ==
{| class="wikitable"
! Metric !! Value
|-
| Worst setup slack for register-to-register paths || 6.51 ns
|-
| Clock transition at the registers of the reported paths || 0.08 ns
|-
| Peak Freq || ~160 MHz
|-
| Cts hold-fix bufs || 0
|-
| Number of sinks handled by clock tree synthesis || 21
|-
| Overall routed net length || 4590 microns
|-
| Clock Skew || 0.00201 ns
|-
| Number of max-capacitance violations reported || 0
|-
| Detailed Place HPWL || 3830 microns
|-
| Clock tree root buffer cell || sky130_fd_sc_hd__clkbuf_8
|-
| Filler Cells Inserted || 620
|-
| Global route total overflow || 0
|-
| Post-Synthesis Cell Area || 2730 sq um
|-
| Number of gates given a new drive strength after cts || 0
|-
| Fraction of post-synthesis cell area in the top cell type by area || 27.9%
|-
| Path depth of the worst reg2reg path || 4
|-
| Wirelength per Cell || between 10 and 15 microns
|-
| Yosys Chip Area || 2730 sq um
|-
| Endpoint kind of the worst setup timing path || output port
|-
| Number of H-tree levels || 1
|-
| Power per Cell Area || 87.1 nW/um^2
|-
| Floorplan die height || approximately 85 microns
|-
| Maximum number of pins on one net before global-route repair || 18
|-
| CTS Buf Count || 3
|-
| Effective utilization at floorplan || 42.3%
|-
| Number of slew-limit violations in the final report || 0
|-
| Unrepaired setup endpoints after global routing || false
|-
| Weighted congestion at the end of routability-driven global placement || 0.818
|-
| List of cells traversed by the critical path || and2_1, fa_1, inv_1, fa_1, inv_1, fa_1, inv_1, fa_1, inv_1, ha_1, and3_1, a211oi_2, nand2b_2, a31oi_2, xnor2_1, clkdlybuf4s50_1
|-
| Kind of start point of the critical path || flop
|-
| Fraction of layout instances using a drive strength above 1 || just over 4%
|-
| Worst slack on hold paths || around 0.53 ns
|-
| Number of antenna repair diodes || 0
|-
| Status || finished, final reports clean
|-
| Floorplan Core Area || 6460 sq um
|-
| Count of buffers added by post-CTS timing repair for setup || 0
|-
| Post-Route Setup TNS || 0 ns
|-
| Average cell area after synthesis || between 9 and 10 sq um
|-
| Count of cell instances traversed by the critical path || 16
|-
| Library cell with the largest summed area after synthesis || sky130_fd_sc_hd__fa_1
|-
| Horizontal die size || 84.6 microns
|-
| CP max stage delay || 0.53 ns
|-
| Critical path's top delay family || adder cells
|-
| Cell count in the Yosys report || 279
|-
| Fin. Hold Viols || 0
|-
| Antenna Violating Nets Remaining || 0
|-
| Global-route wire length before repair || ~8200 microns
|-
| Slew of the pin with the lowest slew margin || 0.479 ns
|-
| Category of the critical setup timing path || flop to output port
|-
| Min Clock Period, post-route || 6.39 ns
|-
| Overall die area || 7160 sq um
|-
| Class of the tightest hold or removal check || flop to flop
|-
| Portion of the clock cycle consumed by the worst path in the final layout || a little under nine tenths
|-
| Synth Instances || approximately 280
|-
| Leading post-synthesis cells by cell area || sky130_fd_sc_hd__fa_1 (28%), sky130_fd_sc_hd__dfxtp_1 (15%), sky130_fd_sc_hd__ha_1 (15%)
|-
| Worst vdd ir || 0.120 mV
|-
| Setup slack of the critical path after layout || 1.11 ns
|-
| Vias after detailed routing || 1,895
|-
| Maximum fanout along the worst path || 9
|-
| Source of the worst register-to-register timing path || state_counter[0]
|-
| First-pass detailed-route iteration total || 6
|-
| Portion of the post-synthesis area used by sequential elements || between 10% and 20%
|-
| Row cnt || 29
|-
| Cell with the biggest individual delay on the critical path || sky130_fd_sc_hd__fa_1
|-
| Buffers on Ports || 35
|-
| Number of setup violations in the final report || 0
|-
| Number of antenna violations at the first check in global routing || 0
|-
| Gr usage total || between 10 and 15%
|-
| Endpoint arrival time on the critical path || 4.89 ns
|-
| Worst setup startpoint || mplier_reg[2]
|-
| Via count of the first global-routing pass || 1,784
|-
| Top-level I/O count || 36
|-
| Log Warnings || 25
|-
| Via/cell ratio || 4.82
|-
| Worst setup path end || product[14]
|-
| Placement-stage worst setup slack || 1.37 ns
|-
| Clock latency on the worst-skew pair || 0.25 ns
|-
| Warnings from Yosys || 0
|-
| FF-to-FF End || state_counter[2]
|-
| LEAKAGE || 1.67 nW
|-
| Number of distinct library cell variants in the gate-level netlist after synthesis || 34
|-
| CTS max path bufs || 2
|-
| Flops & latches, synth || 21
|-
| Crit path required time || 6.00 ns
|-
| TritonCTS clock tree || built
|-
| CP Buf/Inv Count || 5
|-
| Residual DRC || 0
|-
| Headroom to the max-slew limit || about two thirds
|-
| Synthesis-to-finish area growth || 17.8%
|-
| Iteration-0 DRC Markers || 39
|}
==> logic make-up (layout without fill, tap and decap cells) <==
| logic type | count (synthesis) | in the layout | share of synthesized area (%) |
|---|---|---|---|
| AND/OR/NAND/NOR | 104 | 104 | 21.9 |
| adder cells (fa/ha/maj) | 70 | 70 | 42.5 |
| buffers and inverters | 37 | 74 | 5.18 |
| flip-flops | 21 | 21 | 15.4 |
| AND-OR/OR-AND | 17 | 17 | 4.67 |
| multiplexers | 17 | 17 | 6.23 |
| XOR/XNOR | 13 | 13 | 4.17 |
==> final cells by class <==
type	instances	area [sq um]	share of cell area [%]
tap	77	96.3	2.99
inverter	34	128	3.97
clock inverter	1	5.00	0.156
multi-input combinational	221	2170	67.4
clock buffer	3	41.3	1.28
timing repair buffer	36	358	11.1
sequential	21	420	13.1
==> worst min path at each step <==
stage / startpoint / end / cells after the start
4_1_cts: state_counter[1] / state_counter[1] / 2
5_1_grt: state_counter[1] / state_counter[1] / 2
6_report: state_counter[1] / state_counter[1] / 2
==> per-layer routing <==
metal	global-route usage, %	vias to the layer above	wire length (microns)	share of wire [%]
met3	1.49	2	137	3.0
li1	-	966	-	-
met1	23.8	898	2320	50
met4	0.616	0	21	0.46
met5	0	-	0	0
met2	22.5	29	2110	46
==> report_power, final <==
| group | internal, mW | leakage [nW] | switching, mW |
|---|---|---|---|
| logic | 0.0469 | 1.47 | 0.0326 |
| registers | 0.117 | 0.173 | 0.0114 |
| clock network | 0.0369 | 0.0255 | 0.0352 |
| total | 0.201 | 1.67 | 0.0792 |
==> synthesized netlist by cell type (all sizes together) <==
master / instances
a211oi: 1
a21o: 2
a21oi: 5
a31oi: 2
and2: 51
and3: 3
buf: 2
clkbuf: 1
dfxtp: 21
fa: 38
ha: 32
inv: 34
mux2i: 17
nand2: 17
nand2b: 2
nand3: 2
nand4: 1
nand4b: 1
nor2: 6
nor2b: 17
nor3: 2
o21a: 1
o21ai: 4
o31a: 1
o41ai: 1
or2: 1
or3: 1
xnor2: 8
xor2: 5
==> stage by stage <==
step | area, sq um | std cells | power [mW] | utilization [%]
after floorplan | 2730 | 279 | 0.175 | -
after global placement | 3170 | 389 | 0.211 | 49.1
after detailed placement | 3170 | 389 | 0.212 | 49.1
after CTS | 3220 | 393 | 0.287 | 49.8
after global routing | 3220 | 393 | 0.304 | 49.8
final | 3220 | 393 | 0.280 | 49.8
==> layout by cell type (no fill, tap or decap), types with 3 or more instances in the layout <==
cell type                         Yosys  final
sky130_fd_sc_hd__and2_1              50     50
sky130_fd_sc_hd__fa_1                38     38
sky130_fd_sc_hd__clkdlybuf4s50_1      0     35
sky130_fd_sc_hd__inv_1               34     34
sky130_fd_sc_hd__ha_1                32     32
sky130_fd_sc_hd__dfxtp_1             21     21
sky130_fd_sc_hd__nand2_1             17     17
sky130_fd_sc_hd__mux2i_1             17     17
sky130_fd_sc_hd__nor2b_1             17     17
sky130_fd_sc_hd__xnor2_1              8      8
sky130_fd_sc_hd__nor2_1               6      6
sky130_fd_sc_hd__xor2_1               5      5
sky130_fd_sc_hd__a21oi_1              5      5
sky130_fd_sc_hd__o21ai_0              3      3
sky130_fd_sc_hd__clkbuf_8             0      3
==> tightest hold or removal path, delay by kind of cell, from the launching register on <==
kind	cells	cell delay (ns)
flops	1	0.35
mux	1	0.08
simple gates	1	0.07
Power figures rest on the tool's default switching activity, not on a simulated workload.
