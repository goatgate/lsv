--- design/flow/run.sh ---
#!/bin/bash
# OpenROAD 26Q1-2900-gdf79404cd8, Yosys 0.63+post, stock flow scripts
make -C /OpenROAD-flow-scripts/flow DESIGN_CONFIG=/design/flow/config.mk WORK_HOME=/design/flow/orfs finish
--- design/flow/config.mk ---
export PLATFORM = sky130hd
export DESIGN_NAME = uart_controller
export DESIGN_NICKNAME = uart_controller
export VERILOG_FILES = /design/flow/design.v
export SDC_FILE = /design/flow/constraint.sdc
export NUM_CORES = 4
export LEC_CHECK = 1
export CORE_UTILIZATION = 50
export SYNTH_HDL_FRONTEND = slang
--- design/flow/constraint.sdc ---
current_design uart_controller

set clk_period 2.2
set clk_io_pct 0.2

create_clock -name clk0 -period $clk_period [get_ports {clk}]

set non_clock_inputs [all_inputs -no_clocks]
set_input_delay [expr $clk_period * $clk_io_pct] -clock clk0 $non_clock_inputs
set_output_delay [expr $clk_period * $clk_io_pct] -clock clk0 [all_outputs]
--- design/flow/design.v ---
module uart_controller #(
    parameter CLK_FREQ = 50000000,   
    parameter BAUD_RATE = 115200     
)(
    input  logic        clk,
    input  logic        rst_n,
    input  logic [7:0]  tx_data,
    input  logic        tx_valid,
    output logic        tx_ready,
    output logic [7:0]  rx_data,
    output logic        rx_valid,
    input  logic        rx_ready,
    input  logic        rx_in,
    output logic        tx_out,
    output logic        frame_error,
    output logic        parity_error,
    output logic        overflow_error
);
    localparam CLKS_PER_BIT = CLK_FREQ / BAUD_RATE;   
    logic [$clog2(CLKS_PER_BIT):0] baud_counter;
    logic baud_tick;
    always_ff @(posedge clk) begin
        if (!rst_n) begin
            baud_counter <= '0;
            baud_tick <= 1'b0;
        end else begin
            if (baud_counter == CLKS_PER_BIT - 1) begin
                baud_counter <= '0;
                baud_tick <= 1'b1;
            end else begin
                baud_counter <= baud_counter + 1'b1;
                baud_tick <= 1'b0;
            end
        end
    end
    typedef enum logic [2:0] {
        TX_IDLE    = 3'b000,
        TX_START   = 3'b001,
        TX_DATA    = 3'b010,
        TX_PARITY  = 3'b011,
        TX_STOP    = 3'b100
    } tx_state_t;
    tx_state_t tx_state;
    logic [2:0] tx_bit_count;
    logic [7:0] tx_shift_reg;
    logic tx_parity;
    always_ff @(posedge clk) begin
        if (!rst_n) begin
            tx_state <= TX_IDLE;
            tx_bit_count <= '0;
            tx_shift_reg <= '0;
            tx_out <= 1'b1;
            tx_ready <= 1'b1;
            tx_parity <= 1'b0;
        end else if (baud_tick) begin
            case (tx_state)
                TX_IDLE: begin
                    tx_out <= 1'b1;
                    if (tx_valid) begin
                        tx_state <= TX_START;
                        tx_shift_reg <= tx_data;
                        tx_ready <= 1'b0;
                        tx_parity <= ^tx_data;
                    end
                end
                TX_START: begin
                    tx_out <= 1'b0;
                    tx_state <= TX_DATA;
                    tx_bit_count <= '0;
                end
                TX_DATA: begin
                    tx_out <= tx_shift_reg[0];   
                    tx_shift_reg <= {1'b0, tx_shift_reg[7:1]};
                    if (tx_bit_count == 3'b111) begin
                        tx_state <= TX_PARITY;
                    end else begin
                        tx_bit_count <= tx_bit_count + 1'b1;
                    end
                end
                TX_PARITY: begin
                    tx_out <= tx_parity;
                    tx_state <= TX_STOP;
                end
                TX_STOP: begin
                    tx_out <= 1'b1;
                    tx_state <= TX_IDLE;
                    tx_ready <= 1'b1;
                end
                default: tx_state <= TX_IDLE;
            endcase
        end
    end
    typedef enum logic [2:0] {
        RX_IDLE    = 3'b000,
        RX_START   = 3'b001,
        RX_DATA    = 3'b010,
        RX_PARITY  = 3'b011,
        RX_STOP    = 3'b100
    } rx_state_t;
    rx_state_t rx_state;
    logic [2:0] rx_bit_count;
    logic [7:0] rx_shift_reg;
    logic rx_parity;
    logic rx_reg;   
    always_ff @(posedge clk) begin
        rx_reg <= rx_in;
    end
    always_ff @(posedge clk) begin
        if (!rst_n) begin
            rx_state <= RX_IDLE;
            rx_bit_count <= '0;
            rx_shift_reg <= '0;
            rx_valid <= 1'b0;
            frame_error <= 1'b0;
            parity_error <= 1'b0;
            overflow_error <= 1'b0;
        end else if (baud_tick) begin
            case (rx_state)
                RX_IDLE: begin
                    if (!rx_reg) begin
                        rx_state <= RX_START;
                    end
                end
                RX_START: begin
                    rx_state <= RX_DATA;
                    rx_bit_count <= '0;
                    rx_valid <= 1'b0;
                end
                RX_DATA: begin
                    rx_shift_reg <= {rx_reg, rx_shift_reg[7:1]};   
                    if (rx_bit_count == 3'b111) begin
                        rx_state <= RX_PARITY;
                    end else begin
                        rx_bit_count <= rx_bit_count + 1'b1;
                    end
                end
                RX_PARITY: begin
                    if (rx_reg != ^rx_shift_reg) begin
                        parity_error <= 1'b1;
                    end
                    rx_state <= RX_STOP;
                end
                RX_STOP: begin
                    rx_state <= RX_IDLE;
                    if (!rx_ready && rx_valid) begin
                        overflow_error <= 1'b1;
                    end else begin
                        rx_data <= rx_shift_reg;
                        rx_valid <= 1'b1;
                    end
                end
                default: rx_state <= RX_IDLE;
            endcase
        end
    end
    property valid_start_bit;
        @(posedge clk) disable iff (!rst_n)
        (rx_state == RX_IDLE) && !rx_reg |=> (rx_state == RX_START);
    endproperty
    assert property (valid_start_bit) else $error("Invalid start bit detection!");
endmodule 
==> impl_metrics.yaml <==
# yosys + openroad results
outcome:
  outcome: "completed"
global_routing:
  met1_usage_pct: 29.97
  grt-ovfl-total: 0
  grt_util_met2_pct: 26.00
  grt_max_degree: 21
  grt_pass1_vias: 1614
  grt_usage_pct: 18.25
  grt_pass1_wl_um: 7238
  antenna_found_initial: 0
  global_route.usage.met3_pct: 4.648
  busiest_layer: "met1"
die:
  coreArea_um2: 4723
  dieArea_um2: 5176
  ios: 27
  dieHeight_um: 71.95
  die_w_um: 71.95
  rows: 25
  initCoreUtil_pct: 51.79
critical_path:
  crit_type: "reg -> reg"
  critPathLaunchType: "register"
  r2r-start: "tx_bit_count[0]$_SDFFE_PN0P_"
  worstSetupStartpoint: "tx_bit_count[0]$_SDFFE_PN0P_"
  end_kind: "register"
  arrival_ns: 1.81
  critPathRequiredTime_ns: 2.42
  cp_max_fo: 3
  r2r_cells: 6
drt:
  vias_per_cell: 5.067
  routed_wirelength_um: 4260
  antennaDiodeCount: 0
  dr_total_vias: 1804
  drt-initial-drc-count: 75
  drt_pre_antenna_iters: 4
  drc_errors: 0
  antenna_left: 0
  wl_per_cell_um: 11.97
final_timing:
  setup_violations: 0
  layout_min_cycle_time_ns: 1.595
  fmax_mhz: 627.0
  setup_ws_ns: 0.6052
  slew_viol_final: 0
  hold_slack_ns: 0.4605
  min_period_over_period_pct: 72.49
  tns_ns: 0
  rsz0062_at_grt: "no"
  hold_viol: 0
  finClkSkew_ns: 0.006114
finish:
  largest_reg_flops: 10
  stdcell_area_um2: 2922
  area_growth_pct: 19.44
  drive_gt1_share_pct: 7.612
  regArea_um2: 1241
  logic_area_um2: 1129
  postLayoutCoreUtil_pct: 61.85
  registers.top_by_ff_count: "baud_counter"
  final_cells: 356
  n_fill_cell: 420
clock_tree:
  clk_latency_ns: 0.32
  cts_setup_buffers: 0
  h-tree-depth: 3
  cts_resized: 0
  hold_buffers: 0
  cts.sinks: 58
  cts.clk_slew.worst_paths_ns: 0.06
  clk_path_buf_depth: 2
  cts_tree: "built"
  numCtsBuffers: 9
  cts_root_buf: "clkbuf_8"
place:
  io_buffer_count: 25
  placed_area_um2: 2768
  place_ws_ns: 0.3478
  gp_congestion: 0.7966
  dpl.cell_count: 340
  hpwlAfterDp_um: 2969
min_path:
  worstHoldPathType: "reg -> reg"
  hold_start: "rx_shift_reg[0]$_SDFFE_PN0P_"
  min_path_cells: 0
logic_synthesis:
  syn-instance-count: 254
  synthMuxAreaShare_pct: 4.910
  netlist.area_leader.share_pct: 40.92
  yosysWarnings: 0
  yosysChipArea_um2: 2446
  netlist-cell-type-count: 43
  yosysCellCount: 254
  largest_area_cell: "dfxtp_1"
  ys_sh_xor_pct: 7.212
  synthAoiAreaFrac_pct: 12.69
  syn_area_um2: 2446
  ys_seq_share_pct: 50.74
  edf_count: 8
  top_cell: "dfxtp_1"
  synthSimpleGateAreaFrac_pct: 18.11
  ys_ff: 58
  top_cells_by_count: "dfxtp_1, nor2_1, nand2_1"
  top_cells_by_area: "dfxtp_1, edfxtp_1, mux2i_1"
  fa_ha_area_share_pct: 3.069
  syn_area_per_cell_um2: 9.630
  postSynth.asyncResetShare_pct: 0
  logic_family: "simple AND/OR/NAND/NOR gates"
  ys.flop_type: "dfxtp_1"
power:
  vdd.ir_drop.worst_mv: 0.4215
  leakagePower_nw: 1.042
  power.density_nw_per_um2: 670.8
  finalPower_mw: 1.960
job:
  warnings: 27
  cap_violations: 0
-- where the power goes --
group,total [mW],leakage [nW],internal [mW],switching (mW)
Clock,0.768,0.0816,0.399,0.369
Sequential,1.09,0.478,1.08,0.0131
Combinational,0.0985,0.482,0.0537,0.0448
-- routing by layer --
metal / wire length (um) / vias up
li1: - / 954
met1: 2190 / 816
met3: 158 / 5
met5: 0 / -
met2: 1864 / 29
met4: 47 / 0
-- kinds of logic (layout without fill, tap and decap cells) --
group                    Yosys count  count (layout)
AND-OR/OR-AND                     48              48
multiplexers                      12              12
XOR/XNOR                          17              17
flip-flops                        58              58
AND/OR/NAND/NOR                   95              95
other                              1               1
buffers and inverters             17              52
adder cells (fa/ha/maj)            6               6
-- worst paths after layout --
path         slack [ns]                           end
max                0.61  tx_bit_count[1]$_SDFFE_PN0P_
min                0.46          rx_data[0]$_DFFE_PP_
max reg2reg        0.61  tx_bit_count[1]$_SDFFE_PN0P_
min reg2reg        0.46          rx_data[0]$_DFFE_PP_
-- cells in the final DEF, fill, tap and decap left out, types with 3 or more instances in the layout --
cell type / netlist / layout
a211oi_1: 7 / 7
a21oi_1: 19 / 19
a22oi_1: 5 / 5
and3_1: 3 / 3
buf_4: 2 / 6
clkbuf_1: 1 / 3
clkbuf_8: 0 / 9
clkdlybuf4s50_1: 0 / 25
clkinv_2: 0 / 3
dfxtp_1: 50 / 50
edfxtp_1: 8 / 8
ha_1: 6 / 6
inv_1: 4 / 4
mux2i_1: 12 / 12
nand2_1: 24 / 24
nand2b_1: 3 / 3
nand3_1: 18 / 18
nor2_1: 31 / 31
nor2b_1: 3 / 3
nor3_1: 3 / 3
o211ai_1: 3 / 3
o21ai_0: 5 / 5
xnor2_1: 10 / 10
xor2_1: 5 / 5
-- layout make-up --
cell class,count,area share (%)
flip-flops and latches,58,42.48
multi-input cells,179,38.63
repair buffers,31,10.11
clock buffers,12,4.625
well taps,67,2.869
clock inverters,4,0.6424
inverters,5,0.6424
-- critical path, cell delays in order, from the launching register on --
cell,delay (ns)
dfxtp_1,0.32
ha_1,0.20
ha_1,0.19
a21boi_0,0.27
o21ai_0,0.23
a22oi_1,0.23
nor2_1,0.05
Power and IR drop assume default switching activity.
