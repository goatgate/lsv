**./design.v**
```verilog
module wallace_multiplier #(
    parameter WIDTH = 8
)(
    input  logic                 clk,
    input  logic                 rst_n,
    input  logic                 start,          
    input  logic [WIDTH-1:0]     multiplicand,   
    input  logic [WIDTH-1:0]     multiplier,     
    output logic [2*WIDTH-1:0]   product,        
    output logic                 done            
);
    logic [WIDTH-1:0] mcand_reg;
    logic [WIDTH-1:0] mplier_reg;
    logic [WIDTH-1:0] partial_products [WIDTH];
    logic [2*WIDTH-1:0] sum_level1 [WIDTH/2];
    logic [2*WIDTH-1:0] carry_level1 [WIDTH/2];
    logic [2*WIDTH-1:0] sum_level2 [WIDTH/4];
    logic [2*WIDTH-1:0] carry_level2 [WIDTH/4];
    logic [2*WIDTH-1:0] final_sum;
    logic [2*WIDTH-1:0] final_carry;
    logic processing;
    logic [2:0] stage_counter;
    always_ff @(posedge clk) begin
        if (!rst_n) begin
            processing <= 1'b0;
            stage_counter <= '0;
            done <= 1'b0;
        end else begin
            if (start && !processing) begin
                processing <= 1'b1;
                stage_counter <= '0;
                done <= 1'b0;
            end else if (processing) begin
                if (stage_counter == 3'b100) begin
                    processing <= 1'b0;
                    done <= 1'b1;
                end else begin
                    stage_counter <= stage_counter + 1'b1;
                end
            end else begin
                done <= 1'b0;
            end
        end
    end
    always_ff @(posedge clk) begin
        if (!rst_n) begin
            mcand_reg <= '0;
            mplier_reg <= '0;
        end else if (start && !processing) begin
            mcand_reg <= multiplicand;
            mplier_reg <= multiplier;
        end
    end
    genvar i, j;
    generate
        for (i = 0; i < WIDTH; i++) begin : pp_gen
            always_comb begin
                partial_products[i] = mplier_reg[i] ? mcand_reg : '0;
            end
        end
    endgenerate
    generate
        for (i = 0; i < WIDTH/2; i++) begin : level1
            always_ff @(posedge clk) begin
                if (processing && stage_counter == 0) begin
                    {carry_level1[i], sum_level1[i]} = 
                        partial_products[2*i] + 
                        partial_products[2*i+1];
                end
            end
        end
    endgenerate
    generate
        for (i = 0; i < WIDTH/4; i++) begin : level2
            always_ff @(posedge clk) begin
                if (processing && stage_counter == 1) begin
                    {carry_level2[i], sum_level2[i]} = 
                        sum_level1[2*i] + 
                        sum_level1[2*i+1] + 
                        (carry_level1[2*i] << 1) +
                        (carry_level1[2*i+1] << 1);
                end
            end
        end
    endgenerate
    always_ff @(posedge clk) begin
        if (processing && stage_counter == 2) begin
            {final_carry, final_sum} = sum_level2[0] + (carry_level2[0] << 1);
        end
    end
    always_ff @(posedge clk) begin
        if (processing && stage_counter == 3) begin
            product <= final_sum;   
        end
    end
    property valid_multiplication;
        @(posedge clk) disable iff (!rst_n)
        done |-> (product == (multiplicand * multiplier));
    endproperty
    assert property (valid_multiplication) else $error("Incorrect multiplication result!");
    logic [2*WIDTH-1:0] expected_product;
    always_comb begin
        expected_product = multiplicand * multiplier;
    end
endmodule 
```
**./run.sh**
```bash
#!/bin/bash
# OpenROAD 26Q1-2900-gdf79404cd8, Yosys 0.63+post, stock flow scripts
make -C /OpenROAD-flow-scripts/flow DESIGN_CONFIG=/design/flow/config.mk WORK_HOME=/design/flow/orfs finish
```
**./config.mk**
```make
export PLATFORM = sky130hd
export DESIGN_NAME = wallace_multiplier
export DESIGN_NICKNAME = wallace_multiplier
export VERILOG_FILES = /design/flow/design.v
export SDC_FILE = /design/flow/constraint.sdc
export NUM_CORES = 4
export LEC_CHECK = 1
export CORE_UTILIZATION = 50
export SYNTH_HDL_FRONTEND = slang
```
**./constraint.sdc**
```tcl
current_design wallace_multiplier

set clk_period 4.3
set clk_io_pct 0.2

create_clock -name clk0 -period $clk_period [get_ports {clk}]

set non_clock_inputs [all_inputs -no_clocks]
set_input_delay [expr $clk_period * $clk_io_pct] -clock clk0 $non_clock_inputs
set_output_delay [expr $clk_period * $clk_io_pct] -clock clk0 [all_outputs]
```
==> results.cfg <==
; synthesis and place-and-route metrics
[timing]
fmax_mhz = 435.2
post-route-period-util_pct = 53.43
rsz0062_at_grt = no
slew_headroom_pct = 48.71
fin_setup_tns_ns = 0
fin_skew_ns = 0.005909
fin_crit_ns = 2.298
setup_viol = 0
finalMaxSlewViolations = 0
hold_viol_final = 0
worst_pin_slew_ns = 0.7694

[worst_setup_path]
timing.rr.start = mplier_reg[1]$_SDFFE_PN0P_
cp-startpoint = mplier_reg[1]$_SDFFE_PN0P_
crit_end = sum_level1[56]$_DFFE_PP_
cp.arrival_ns = 2.38
reg2regPathDepth = 7
r2r_end = sum_level1[56]$_DFFE_PP_
crit_fanout = 9
start_kind = flip-flop
required_ns = 4.38
critPathKind = flip-flop to flip-flop
critPathCaptureType = flip-flop
r2r_slack_ns = 2.00

[status]
violations = design-rule violations
outcome = finished with violations

[yosys]
yosys_area_um2 = 3363
yosysMostFrequentCell = edfxtp_1
synthCells = 295
largest_area_cell = edfxtp_1
top_area_share_pct = 42.86
async_reset_ff_share_pct = 0
ys_cells = 295
top_cells_by_area = edfxtp_1, ha_1, dfxtp_1, and2_1, nand2_1
ys_seq_share_pct = 52.98
top_cells_by_count = edfxtp_1, and2_1, nand2_1
edf_count = 48
ys_warn_count = 0
synth_flops = 65
syn_area_per_cell_um2 = 11.40
ys_types = 35
flop_cell = edfxtp_1
netlist_area_um2 = 3363

[layout]
stdcell_count = 409
syn_to_final_growth_pct = 14.77
largest_reg_flops = 18
drive_above_1_share_pct = 6.928

[clocking]
cts.sinks = 65
numCtsBuffers = 9
cts_resized = 0
cts_root_buffer = clkbuf_8
post-cts-setup-buffers = 0
cts_hold_buf = 0
cts_tree = built
cts.reportedPaths.clkPinSlew_ns = 0.07
clockBufferDepth = 2
h-tree-depth = 3
clock_latency_ns = 0.33

[placement]
dp_hpwl_um = 3575
gp_congestion = 0.8648
dp_cells = 393
portBuffers = 25

[routing]
num_vias = 2048
drt_wl_total_um = 4750
drtIter0Drc = 51
drt_pass1_iterations = 45
viasPerCell = 5.007
ant_nets = 0
wl_per_cell_um = 11.61
antennaDiodeCount = 0
drc = 6

[flow_run]
warnings = 33
max_cap_viol_count = 0

[floorplanning]
placementRows = 29
ios = 36
die_y_um = 84.02
fp-utilization_pct = 52.37
die_area_um2 = 7059
coreArea_um2 = 6422
die_x_um = 84.02

[global_routing]
grt_max_degree = 19
grt_usage_pct = 15.89
grt_pass1_vias = 1944
grt_overflow = 0
antenna_found_initial = 0
grt_pass1_wl_um = 8549

[min_path]
hold_class = flip-flop to flip-flop

[pwr]
vdd_drop_max_v = 0.0001588
p_per_area_nw_per_um2 = 342.6
leakage_nw = 1.546
[cells in the final DEF, fill, tap and decap left out, drive strengths merged, types with 2 or more instances in the layout]
cell           synthesis  final
a21o                   4      4
a21oi                 22     22
and2                  36     36
clkbuf                 2     10
clkdlybuf4s50          0     25
clkinv                 0      3
clkinvlp               0      2
conb                   1      6
dfxtp                 17     17
edfxtp                48     48
fa                     3      3
ha                    30     30
inv                   12     12
nand2                 36     36
nand2b                 2      2
nand3                  5      5
nor2                  15     15
nor2b                  4      4
nor3                   6      6
o211ai                 4      4
o21a                   2      2
o21ai                  5      5
o21bai                 2      2
o41a                   2      2
o41ai                  2      2
xnor2                 10     10
xor2                  10     10
[power breakdown]
part / switching [mW] / internal (mW)
registers: 0.0154 / 0.702
logic: 0.0611 / 0.0559
clock network: 0.225 / 0.264
total: 0.301 / 1.02
[through the flow]
stage                     util (%)  hold WS [ns]  area [µm²]  power, mW  worst slack (ns)
after global placement       57.20        0.4012        3674     0.8466             2.015
after CTS                    60.10        0.4186        3860      1.347             1.979
after global routing         60.10        0.4255        3860      1.388             1.849
final                        60.10        0.4183        3860      1.322             2.002
after detailed placement     57.20        0.4045        3674     0.8485             2.002
after floorplan                  -        0.4003        3382     0.8177             2.212
[worst max-delay path, stage by stage (launching register included)]
cell,delay (ns)
dfxtp_1,0.38
and2_1,0.19
ha_1,0.22
fa_1,0.40
a21o_1,0.21
a21oi_2,0.22
o21ai_1,0.10
o41a_1,0.32
[layer usage]
layer	track usage, %	part of all wire [%]	wire length, µm	up-vias
met1	24.98	48	2277	908
met5	0	0	0	-
met4	3.762	2.4	112	0
met3	2.610	3.8	179	13
li1	-	-	-	1084
met2	24.96	46	2181	43
[layout make-up]
type | instances | area, µm²
Inverter | 12 | 45.04
Sequential cell | 65 | 1782
Clock buffer | 10 | 127.6
Fill cell | 521 | 2562
Multi-Input combinational cell | 213 | 1493
Timing Repair Buffer | 26 | 257.7
Clock inverter | 6 | 58.81
Tap cell | 77 | 96.34
[cells by family after synthesis]
kind of cell / after synthesis / synth area share (%)
adder cells (fa/ha/maj): 33 / 12.95
AND-OR/OR-AND: 48 / 10.01
flip-flops: 65 / 52.98
XOR/XNOR: 20 / 5.208
other: 1 / 0.1115
AND/OR/NAND/NOR: 106 / 15.55
buffers and inverters: 22 / 3.199
[worst min-delay path by stage]
stage	start	to	slack (ns)	depth (start not counted)
final	sum_level2[24]$_DFFE_PP_	final_sum[8]$_DFFE_PP_	0.42	0
after global routing	sum_level2[24]$_DFFE_PP_	final_sum[8]$_DFFE_PP_	0.43	0
after CTS	sum_level2[17]$_DFFE_PP_	final_sum[1]$_DFFE_PP_	0.42	0
Power and IR drop assume default switching activity.
